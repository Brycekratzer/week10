## flow/config.mk

```make
export PLATFORM = sky130hd
export DESIGN_NAME = top
export DESIGN_NICKNAME = top
export VERILOG_FILES = /design/flow/design.v
export SDC_FILE = /design/flow/constraint.sdc
export NUM_CORES = 4
export LEC_CHECK = 1
export CORE_AREA = 10 10 70 70
export DIE_AREA = 0 0 80 80
```

## flow/constraint.sdc

```tcl
current_design top

set clk_period 3.1
set clk_io_pct 0.2

create_clock -name clk0 -period $clk_period [get_ports {clk}]

set non_clock_inputs [all_inputs -no_clocks]
set_input_delay [expr $clk_period * $clk_io_pct] -clock clk0 $non_clock_inputs
set_output_delay [expr $clk_period * $clk_io_pct] -clock clk0 [all_outputs]
```

## flow/design.v

```verilog
module dff(
    input reset,
    input clock,
    input D,
    output reg Q,
    output NotQ
);
    always @(posedge reset, posedge clock) begin
        if (reset) begin
            Q <= 0;
        end else begin
            Q <= D;
        end
    end
    assign NotQ = ~Q;
endmodule
module clock_div
#(
    parameter DIVIDE_BY = 17  
)
(
    input clock,
    input reset,
    output reg div_clock  
);
wire [DIVIDE_BY:0]clock_out;
wire [DIVIDE_BY:1]Din;
dff ddflip(
    .reset(reset),
    .clock(clock),
    .D(Din[0]),
    .Q(clock_out[0])
);
assign clock_out= ~Din;
genvar i;
generate
    for(i = 1; i < DIVIDE_BY; i = i + 1)begin
        dff ddflip(
            .reset(reset),
            .clock(clock_out),
            .D(Din[i-1:0]),
            .Q(clock_out[i:0])
        );
    end
endgenerate
endmodule
module math_block(
    input [3:0] A,
    input [3:0] B,
    output reg [3:0] AplusB,
    output reg [3:0] AminusB
);
    always @(*) begin
        AplusB = A + B;
        AminusB = A - B;
    end
endmodule
module seven_seg_decoder(
    input [3:0] A,
    input [3:0] B,
    input [3:0] AplusB,
    input [3:0] AminusB,
    input [3:0] anode,
    output reg [6:0] segs
);
    reg [3:0] selected_sig; 
    always @(*) begin
        case (anode)
            4'b1110: selected_sig = A;        
            4'b1101: selected_sig = B;        
            4'b1011: selected_sig = AplusB;   
            4'b0111: selected_sig = AminusB;  
        endcase
    end
    always @(*) begin
        case(selected_sig)
            4'd0: segs = 7'b1000000;   
            4'd1: segs = 7'b1111001;   
            4'd2: segs = 7'b0100100;   
            4'd3: segs = 7'b0110000;   
            4'd4: segs = 7'b0011001;   
            4'd5: segs = 7'b0010010;   
            4'd6: segs = 7'b0000010;   
            4'd7: segs = 7'b1111000;   
            4'd8: segs = 7'b0000000;   
            4'd9: segs = 7'b0010000;   
            4'd10: segs = 7'b0001000;  
            4'd11: segs = 7'b0000011;  
            4'd12: segs = 7'b1000110;  
            4'd13: segs = 7'b0100001;  
            4'd14: segs = 7'b0000110;  
            4'd15: segs = 7'b0001110;  
            default: segs = 7'b1111111;  
        endcase
    end
endmodule
module seven_seg_scanner(
    input div_clock,
    input reset,
    output reg [3:0] anode
);
    reg [1:0] count; 
    always @(posedge div_clock or posedge reset) begin
        if (reset) begin
            count <= 2'b00;   
        end
        else begin
            count <= count + 1'b1;  
            if (count == 2'b11) begin
                count <= 2'b00;     
            end
        end
    end
    always @(*) begin
        case (count)
            2'b00: anode = 4'b1110;   
            2'b01: anode = 4'b1101;   
            2'b10: anode = 4'b1011;   
            2'b11: anode = 4'b0111;   
        endcase
    end
endmodule
module top
#(
    parameter DIVIDE_BY = 17  
)
(
    input [7:0] sw,  
    input clk,  
    input btnC,  
    output [3:0] an,  
    output [6:0] seg  
);
    wire reset = btnC;
    wire div_clock = clk;
    wire [3:0]A;
    wire [3:0]B;
    wire [3:0]AplusB;
    wire [3:0]AminusB;
    clock_div #(.DIVIDE_BY(DIVIDE_BY)) clk_div(
        .clock(clk),
        .reset(reset),
        .div_clock(div_clock)
    );
    math_block math(
        .A(sw[3:0]),
        .B(sw[7:4]),
        .AplusB(AplusB[3:0]),
        .AminusB(AminusB[3:0])
    );
    seven_seg_scanner seven_scnner(
        .div_clock(div_clock),
        .reset(reset),
        .anode(an[3:0])
    );
    seven_seg_decoder seven_seg_decode(
        .A(sw[3:0]),
        .B(sw[7:4]),
        .AplusB(AplusB[3:0]),
        .AminusB(AminusB[3:0]),
        .anode(an[3:0]),
        .segs(seg[6:0])
    );
endmodule
```

## flow/run.sh

```bash
#!/bin/bash
# OpenROAD 26Q1-2900-gdf79404cd8, Yosys 0.63+post, stock flow scripts
make -C /OpenROAD-flow-scripts/flow DESIGN_CONFIG=/design/flow/config.mk WORK_HOME=/design/flow/orfs finish
```

==> impl_metrics.toml <==
# yosys + openroad results
[sta]
min_period_ps = 3930
setup_violations = 7
holdWs_ps = 548
min_period_over_period_pct = 127
timing.final.hold_violations = 0
finalWorstSetupSlack_ps = -832
rsz0062_at_grt = "yes"
max_freq_ghz = 0.254
unclocked_regs = 4
drv_slew = 0
skew_ps = 0.645
untimed_endpoints = 4

[power_and_ir_drop]
pwr-share-comb_pct = 59.2
seq_power_share_pct = 16.5
swShare_pct = 31.4
power_switching_mw = 0.0729
ir_worst_vdd_mv = 0.110
clock_power_share_pct = 24.3
power.leakage_nw = 0.596
power_density_nw_per_um2 = 183
internal_power_mw = 0.159

[finish]
lay_top_cells = "11 x inv_1, 11 x ha_1, 9 x clkdlybuf4s50_1"
area_growth_syn_to_layout_pct = 65.0
drive_above_1_share_pct = 41.1
fin_area_um2 = 1270

[detailed_routing]
ant_nets = 0
n_antenna_cell = 0
routed_wl_mm = 1.73
drt_iter0_markers = 13
vias_per_cell = 4.10
drcViolationCount = 0
dr.pass1.iters = 4
vias = 697
wl_per_cell_um = 10.2

[setup_path]
cp_common_cell = "ha_4"
cp-start-kind = "input pin"
crit_slowest_cell = "mux4_2"
cp.required_ps = 2480
cp_cell_sequence = "buf_12 -> inv_12 -> ha_4 -> mux2_4 -> inv_2 -> ha_4 -> nor2b_4 -> o21a_1 -> o2111a_1 -> nor3_2 -> dlxtn_4 -> buf_6 -> mux4_2 -> buf_2"
end_kind = "primary output"
arrival_ps = 3310
critPathKind = "in2out"
crit_fanout = 7
critPathMaxStageDelay_ps = 470

[die]
coreArea_um2 = 3420
io_pins = 21
row_count = 21
fp_util_pct = 22.5
die-area_um2 = 6400
die_h_um = 80
die_w_um = 80

[job]
warnings = 39
maxCapViolCount = 0

[global_route]
overflow = 0
grt_pass1_vias = 716
grt_max_degree = 11
track_usage_pct = 5.47
antenna_found_initial = 0
grt_pass1_wl_mm = 3.03

[cts]
clk_pin_slew_ps = 30
htreeDepth = 1
numCtsBuffers = 3
root_buffer = "clkbuf_4"
clockBufferDepth = 2
clk_latency_ps = 220
hold_buffers = 0
cts_tree = "yes"

[place]
place_area_um2 = 1150
place_congestion = 0.814
portBuffers = 20
dp_hpwl_mm = 1.48

[synthesis]
synth-seq-cells = 6
synthDistinctLibCells = 33
yosys_warnings = 68
ys_cells = 88
syn_area_per_cell_um2 = 8.74
synth_cells = 88
netlist_area_um2 = 769
ys_area_um2 = 769

[run_status]
violations = "setup timing"
status = "finished, violations left"

[min_path]
hp-class = "in2async"
[layer usage]
layer | vias up | part of all wire (%) | GRT usage (%)
met4 | 0 | 0 | 0.704
met5 | - | 0 | 0
met2 | 15 | 48 | 9.23
met1 | 315 | 40 | 6.19
li1 | 367 | - | -
met3 | 0 | 12 | 2.73
[flip-flops by register name, indices dropped and copies added, names as in the netlist]
signal,count
seven_scnner.count,2
seven_seg_decode.selected_sig,4
[Yosys cell counts (all sizes together)]
cell | n | area [µm²]
buf | 1 | 5.00
a22o | 2 | 17.5
xor2 | 2 | 17.5
mux4 | 1 | 22.5
o2111a | 1 | 11.3
o22ai | 1 | 6.26
o221a | 2 | 22.5
fa | 1 | 20.0
o21a | 2 | 15.0
a21oi | 4 | 20.0
inv | 16 | 60.1
dlxtn | 4 | 60.1
xnor2 | 1 | 8.76
a32o | 1 | 10.0
nor2b | 2 | 12.5
o21ai | 2 | 10.0
clkbuf | 1 | 3.75
nand2b | 1 | 6.26
mux2i | 4 | 40.0
dfrtp | 2 | 50.1
nor3 | 2 | 10.0
mux2 | 2 | 22.5
nand2 | 3 | 11.3
nor2 | 7 | 26.3
ha | 17 | 213
or3 | 1 | 11.3
o2bb2ai | 1 | 8.76
a2111oi | 1 | 27.5
or3b | 1 | 8.76
conb | 1 | 3.75
o211ai | 1 | 7.51
[path summary, 6_finish.rpt]
check	from	end	slack, ps	cells past startpoint
max	sw[5]	seg[3]	-830	14
min	btnC	seven_scnner.count[0]	550	2
max reg2reg	seven_scnner.count[0]	seven_scnner.count[1]	2080	2
min reg2reg	seven_scnner.count[0]	seven_scnner.count[0]	570	1
max in group asynchronous	btnC	seven_scnner.count[1]	2440	2
min in group clk0	seven_scnner.count[0]	seven_scnner.count[0]	570	1
[layout make-up]
type	instances	area (µm²)
fillers	348	2150
multi-input cells	67	706
repair buffers	32	292
flip-flops and latches	6	115
inverters	16	77.6
well taps	46	57.6
clock buffers	3	22.5
[power groups by stage]
stage	Sequential [mW]	Clock, mW	Combinational [mW]
final	0.0383	0.0563	0.137
after global routing	0.0391	0.0648	0.153
after CTS	0.0382	0.0613	0.136
[cells by family after synthesis]
logic type               Yosys count  share of synthesized area (%)
AND-OR/OR-AND                     18                           20.3
XOR/XNOR                           3                           3.42
adder cells (fa/ha/maj)           18                           30.2
buffers and inverters             18                           8.94
flip-flops                         2                           6.50
latches                            4                           7.81
multiplexers                       7                           11.1
other                              1                          0.487
AND/OR/NAND/NOR                   17                           11.2
[stage by stage]
stage               util [%]  TNS (ps)  power [mW]  worst slack [ps]  instances
floorplan                  -     -2920       0.106              -554         91
global placement        33.7    -11820       0.163             -1760        163
detailed placement      33.7    -11800       0.165             -1760        163
CTS                     36.4     -5250       0.235              -879        169
global route            37.2     -5790       0.257              -947        170
finish                  37.2     -4980       0.232              -832        170
[critical path: cells and delay by family]
family / cells / cell delay [ps]
AOI/OAI and AO/OA: 2 / 480
buffers and inverters: 5 / 450
adders and majority gates: 2 / 360
latches: 1 / 440
and+or+nand+nor: 2 / 200
muxes: 2 / 750
[timing repair]
item                                    CTS  global route
pin swaps                                12             7
endpoints found under the setup margin    7             7
resized                                  54             4
setup buffers                             3             1
No activity file was given, so power comes from the tool's default toggle rates.
